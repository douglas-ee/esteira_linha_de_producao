==> flow/design.v <==
module LCD_Controller (	 
						iDATA,iRS,
						iStart,oDone,
						iCLK,iRST_N,
						LCD_DATA,
						LCD_RW,
						LCD_EN,
						LCD_RS	);
parameter	CLK_Divide	=	16;
input	[7:0]	iDATA;
input	iRS,iStart;
input	iCLK,iRST_N;
output	reg		oDone;
output	[7:0]	LCD_DATA;
output	reg		LCD_EN;
output			LCD_RW;
output			LCD_RS;
reg		[4:0]	Cont;
reg		[1:0]	ST;
reg		preStart,mStart;
assign	LCD_DATA	=	iDATA; 
assign	LCD_RW		=	1'b0;
assign	LCD_RS		=	iRS;
always@(posedge iCLK or negedge iRST_N)
begin
	if(!iRST_N)
	begin
		oDone	<=	1'b0;
		LCD_EN	<=	1'b0;
		preStart<=	1'b0;
		mStart	<=	1'b0;
		Cont	<=	0;
		ST		<=	0;
	end
	else
	begin
		preStart<=	iStart;
		if({preStart,iStart}==2'b01)
		begin
			mStart	<=	1'b1;
			oDone	<=	1'b0;
		end
		if(mStart)
		begin
			case(ST)
			0:	ST	<=	1;	 
			1:	begin
					LCD_EN	<=	1'b1;
					ST		<=	2;
				end
			2:	begin					
					if(Cont<CLK_Divide)
					Cont	<=	Cont+1;
					else
					ST		<=	3;
				end
			3:	begin
					LCD_EN	<=	1'b0;
					mStart	<=	1'b0;
					oDone	<=	1'b1;
					Cont	<=	0;
					ST		<=	0;
				end
			endcase
		end
	end
end
endmodule
==> flow/run.sh <==
#!/bin/bash
# OpenROAD 26Q1-2900-gdf79404cd8, Yosys 0.63+post, stock flow scripts
make -C /OpenROAD-flow-scripts/flow DESIGN_CONFIG=/design/flow/config.mk WORK_HOME=/design/flow/orfs finish
==> flow/config.mk <==
export PLATFORM = sky130hd
export DESIGN_NAME = LCD_Controller
export DESIGN_NICKNAME = LCD_Controller
export VERILOG_FILES = /design/flow/design.v
export SDC_FILE = /design/flow/constraint.sdc
export NUM_CORES = 4
export LEC_CHECK = 1
export CORE_AREA = 10 10 81 81
export DIE_AREA = 0 0 91 91
==> flow/constraint.sdc <==
current_design LCD_Controller

set clk_period 3.1
set clk_io_pct 0.2

create_clock -name clk0 -period $clk_period [get_ports {iCLK}]

set non_clock_inputs [all_inputs -no_clocks]
set_input_delay [expr $clk_period * $clk_io_pct] -clock clk0 $non_clock_inputs
set_output_delay [expr $clk_period * $clk_io_pct] -clock clk0 [all_outputs]
==> flow_summary.yaml <==
# flow metrics
drt:
  routed-wl-met3_um: 84
  wl_um: 1130
  wl_met2_um: 433
  diodes: 0
  first_pass_iters: 4
  vias: 428
  drc: 0
  antenna_left: 0
  wl_per_cell_um: 8.87
  highest_layer: "met4"
  drt_iter0_drc: 25
  vias_per_cell: 3.37
  wirelength_met1_um: 602
floorplanning:
  pin_count: 24
  dieArea_mm2: 0.00828
  num_rows: 25
  coreArea_mm2: 0.00482
  die_w_um: 91
  die_h_um: 91
  fp_util_pct: 14.2
grt:
  grt_max_degree: 14
  overflow: 0
  antenna_found_initial: 0
  grt_first_pass_wirelength_um: 2130
  grt_pass1_vias: 446
  grt_usage_pct: 2.92
pwr:
  irDropWorstVdd_v: 0.000283
  pwr_density_cell_mw_per_mm2: 426
  leakagePower_nw: 0.304
clock_tree:
  htreeDepth: 1
  cts_root_buffer: "clkbuf_8"
  clkTransAtPathRegs_ns: 0.05
  cts_hold_buffers: 0
  clk-insertion-delay-late_ns: 0.24
  cts.sinks: 13
  cts_resized: 0
  clock_tree.buffer_depth: 2
  cts_tree: "yes"
  cts_buffers: 3
  cts_setup_buffers: 0
critical_path:
  crit_buf_inv: 1
  crit_path_start_kind: "flip-flop"
  critPathSlowestCell: "clkdlybuf4s50_1"
  crit_required_ns: 2.48
  critical_path_arrival_ns: 1.05
  crit_path_cell_trace: "clkdlybuf4s50_1"
  crit_family: "buffers and inverters"
  critPathMaxStageDelay_ns: 0.48
  cp-end-kind: "primary output"
  worstSetupPathType: "flip-flop to primary output"
  cp_max_fo: 2
synthesis:
  async_reset_ff_share_pct: 100
  ys_area_um2: 686
  syn_inst: 65
  yosysWarnings: 1
  edf_count: 0
  largest_area_cell: "dfrtp_1"
  syn_area_um2: 686
  yosys_cells: 65
  yosysUniqueCellTypes: 27
  yosys.area.top_type_share_pct: 43.8
  synth_seq_share_pct: 47.6
  common_cells: "dfrtp_1, buf_4, a21oi_1, o21ai_1"
  ys.flops: 13
  syn_avg_cell_area_um2: 10.5
  flop_cell: "dfrtp_1"
  most_common_cell: "dfrtp_1"
  top_cells_by_area: "dfrtp_1, buf_4, dfstp_2, mux2_2, a21oi_1"
layout:
  postLayoutCellArea_um2: 757
  drive_gt1_share_pct: 18.3
  syn_to_final_growth_pct: 10.4
  finalNonFillerCells: 127
  n_fill_cell: 542
place:
  postPlaceCellArea_um2: 711
  preCtsSetupSlack_ns: 1.64
  hpwl_um: 767
  gp_congestion: 0.864
  place_inst: 123
  portBuffers: 4
timing:
  finalClockPeriodUsage_pct: 54.0
  relSlewSlack_pct: 61.7
  finalHoldViolations: 0
  finalSetupTns_ns: 0
  slew_viol_final: 0
  skew_ns: 0.00171
  rsz0062_at_grt: "no"
  worstMarginPinSlew_ns: 0.572
  fmax_mhz: 597
  period_needed_ns: 1.67
  setup_ws_ns: 1.43
  setup_viol: 0
min_path:
  hold_class: "flip-flop to flip-flop"
status:
  status: "finished, final reports clean"
job:
  cap_violations: 0
  warning_count: 25
## cell usage in the layout, fill, tap and decap left out, types with 2 or more instances in the layout
| cell type | count |
|---|---|
| a22o_1 | 2 |
| o21ai_0 | 3 |
| inv_1 | 2 |
| clkdlybuf4s50_1 | 4 |
| nor2b_1 | 2 |
| a31oi_1 | 2 |
| nand3_1 | 2 |
| dfrtp_1 | 12 |
| mux2_2 | 2 |
| nand2_1 | 3 |
| o21ai_1 | 4 |
| a21oi_1 | 4 |
| mux2i_1 | 2 |
| clkbuf_8 | 3 |
## per-stage QoR
step	power (W)	hold WS [ns]	util (%)
after CTS	0.000328	0.501	15.7
after detailed placement	0.000180	0.488	14.8
after floorplan	0.000182	0.324	-
final	0.000322	0.487	15.7
after global placement	0.000180	0.479	14.8
after global routing	0.000338	0.523	15.7
## routing by layer
layer,GRT usage [%],vias up
met5,0,-
met4,0.653,0
met3,1.33,2
met2,3.64,8
met1,4.41,209
li1,-,209
## path summary, 6_finish.rpt
check / start / to / slack [ns] / depth (start not counted)
worst min-delay path: oDone / oDone / 0.49 / 2
worst min register to register: oDone / oDone / 0.49 / 2
min in group asynchronous: iRST_N / oDone / 0.75 / 1
worst max-delay path: oDone / oDone / 1.43 / 1
worst max register to register: mStart / Cont[3] / 1.82 / 3
max in group asynchronous: iRST_N / asynchronous set/reset pin / 1.98 / 1
## power breakdown
group           total (W)  leakage [nW]  switching (W)  internal (W)
registers        0.000171         0.170    0.000000136      0.000171
logic          0.00000638         0.108     0.00000382    0.00000256
clock network    0.000145        0.0255      0.0000567     0.0000885
total            0.000322         0.304      0.0000607      0.000262
## cells by family after synthesis
logic type               after synthesis  share of synthesized area, %
adder cells (fa/ha/maj)                1                          1.82
AND-OR/OR-AND                         19                          18.8
multiplexers                           4                          6.20
other                                  1                         0.547
AND/OR/NAND/NOR                       11                          8.94
flip-flops                            13                          47.6
buffers and inverters                 16                          16.1
## worst min-delay path, cell delays in order, from the launching register on
cell	delay, ns
dfrtp_1	0.34
nand2_1	0.05
o21ai_0	0.06
## cell type report
cell class | count | area [um2] | share of cell area [%]
Sequential cell | 13 | 327 | 43.1
Multi-Input combinational cell | 36 | 249 | 32.9
Tap cell | 67 | 83.8 | 11.1
Clock buffer | 3 | 41.3 | 5.45
Timing Repair Buffer | 4 | 40.0 | 5.29
Inverter | 3 | 11.3 | 1.49
Clock inverter | 1 | 5.00 | 0.661
No activity file was given, so power comes from the tool's default toggle rates.
