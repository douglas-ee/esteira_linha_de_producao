==> ./design.v <==
module CLOCK_1
(
	input CLK,
	output reg CLK_1
);
reg RESET;
reg [24:0]cont;
initial RESET = 0;
always@(negedge CLK or negedge RESET)
	begin
		if(!RESET)
		begin
			cont = 0;
			CLK_1 = 0;
			RESET = 1;
		end
		else
			if(cont == 24999999)
			begin
				cont = 0;
				CLK_1=~CLK_1;
			end
			else
				cont = cont+1;
	end
endmodule
module Comparador
  (
    input[3:0]A,B,
	 input RESET,
    output reg S
  );
  initial S = 0;
  always@(*)
    begin
      if(RESET)		
       S = 1'b0;
      else
		begin
		if(A == B)
		 S = 1'b1;
		 else
		 S = 1'b0;
		 end
    end
endmodule 
module Contador_4
(
	input CLOCK,RESET,
	output reg[3:0]S
);
  always @ (posedge CLOCK or posedge RESET)
    begin
      if(RESET) S <= 0;
      else S =  S + 1'b1;
    end
endmodule
module Resultado
(
	input S,
	output reg [7:0] d000,d001,d002,d003,d004,d005,d006,d007,d008,d009,d010,d011,d012,d013,d014,d015
);
always@(*)
begin
	if(S)
		begin
		d000 = 8'h43;		 
		d001 = 8'h41;		 
		d002 = 8'h49;		 
		d003 = 8'h58;		 
		d004 = 8'h41;		 
		d005 = 8'h20;		 
		d006 = 8'h43;		 
		d007 = 8'h48;		 
		d008 = 8'h45;		 
		d009 = 8'h49;		 
		d010 = 8'h41;		 
		d011 = 8'h21;		 
		d012 = 8'h20;		 
		d013 = 8'h20;		 
		d014 = 8'h20;		 
		d015 = 8'h20;		 
	end	
		else
			begin
			d000 = 8'h43;		 
			d001 = 8'h41;		 
			d002 = 8'h52;		 
			d003 = 8'h52;		 
			d004 = 8'h45;		 
			d005 = 8'h47;		 
			d006 = 8'h41;		 
			d007 = 8'h4e;		 
			d008 = 8'h44;		 
			d009 = 8'h4f;		 
			d010 = 8'h21;		 
			d011 = 8'h20;		 
			d012 = 8'h20;		 
			d013 = 8'h20;		 
			d014 = 8'h20;		 
			d015 = 8'h20;		 
			end
	end
endmodule
module FlipFlopD
  (
    input D,
    input CLOCK,
    input RESET,
    output reg Q
  );
  always@(posedge CLOCK or posedge RESET)
    begin
      if(RESET) 
			Q = 0;
      else  
			Q = D;
    end
endmodule 
module Hex_7_Seg
(
input [3:0]I,
output reg[6:0] oSEG
);
always @(I)
 begin
  case(I)			 
   4'h0 : oSEG = 7'b1000000;
	4'h1 : oSEG = ~7'b0000110;
	4'h2 : oSEG = 7'b0100100;
	4'h3 : oSEG = ~7'b1001111;
	4'h4 : oSEG = 7'b0011001;
	4'h5 : oSEG = 7'b0010010;
	4'h6 : oSEG = 7'b0000010;
	4'h7 : oSEG = 7'b1111000;
	4'h8 : oSEG = 7'b0000000;
	4'h9 : oSEG = 7'b0011000;
	4'ha : oSEG = ~7'b1110111;
	4'hb : oSEG = ~7'b1111100;
	4'hc : oSEG = ~7'b0111001;
	4'hd : oSEG = ~7'b1011110;
	4'he : oSEG = ~7'b1111001;
	4'hf : oSEG = ~7'b1110001;
  endcase
 end
endmodule
module Key
  (
    input key, CLOCK,
    output S
  );
assign S = CLOCK & key;
endmodule 
module RegistradorPP
  (
    input[3:0]I,
    input CLOCK, RESET,
    output reg[3:0]Q
  );
  always@(posedge CLOCK or posedge RESET)
    begin
      if(RESET)
        Q[3:0] <= 0;
      else
        Q[3:0] <= I[3:0];
    end
endmodule
module RegistradorPSP
  (
    input ES,
    output reg[9:0]Q,
    input CLOCK,
    input RESET
  );
  FlipFlopD U1(ES,    CLOCK, RESET, Q[0]);
  FlipFlopD U2(Q[0],  CLOCK, RESET, Q[1]);
  FlipFlopD U3(Q[1],  CLOCK, RESET, Q[2]);
  FlipFlopD U4(Q[2],  CLOCK, RESET, Q[3]);
  FlipFlopD U5(Q[3],  CLOCK, RESET, Q[4]);
  FlipFlopD U6(Q[4],  CLOCK, RESET, Q[5]);
  FlipFlopD U7(Q[5],  CLOCK, RESET, Q[6]);
  FlipFlopD U8(Q[6],  CLOCK, RESET, Q[7]);
  FlipFlopD U9(Q[7],  CLOCK, RESET, Q[8]);
  FlipFlopD U10(Q[8],  CLOCK, RESET, Q[9]);
endmodule
module projeto (
  input [3:0]I ,
  input PROD, KEY, CLK, RESET, REG,
  output FIM,
  output [9:0]LEDS,
  output [6:0] Hex0, Hex1,
  output [7:0] d000,d001,d002,d003,d004,d005,d006,d007,d008,d009,d010,d011,d012,d013,d014,d015
);
  wire [3:0] regi;  
  wire [3:0] som;  
  wire key; 		 
  wire CLK_1;
  RegistradorPP u1(I , REG, RESET, regi); 
  Key u2(KEY,CLK_1,key);
  RegistradorPSP u3(PROD,LEDS,key,RESET);
  Contador_4 u4(LEDS,RESET,som);
  Comparador u5(som,regi,RESET,FIM);
  CLOCK_1 u6(CLK, CLK_1);
  Hex_7_Seg u7(som, Hex0);  
  Hex_7_Seg u8(regi, Hex1);
  Resultado u9(FIM, d000,d001,d002,d003,d004,d005,d006,d007,d008,d009,d010,d011,d012,d013,d014,d015);
endmodule
==> ./run.sh <==
#!/bin/bash
# OpenROAD 26Q1-2900-gdf79404cd8, Yosys 0.63+post, stock flow scripts
make -C /OpenROAD-flow-scripts/flow DESIGN_CONFIG=/design/flow/config.mk WORK_HOME=/design/flow/orfs finish
==> ./config.mk <==
export PLATFORM = sky130hd
export DESIGN_NAME = projeto
export DESIGN_NICKNAME = projeto
export VERILOG_FILES = /design/flow/design.v
export SDC_FILE = /design/flow/constraint.sdc
export NUM_CORES = 4
export LEC_CHECK = 1
export CORE_UTILIZATION = 30
==> ./constraint.sdc <==
current_design projeto

set clk_period 6.0
set clk_io_pct 0.2

create_clock -name clk0 -period $clk_period [get_ports {CLK}]
create_clock -name clk1 -period $clk_period [get_ports {REG}]

set non_clock_inputs [all_inputs -no_clocks]
set_input_delay [expr $clk_period * $clk_io_pct] -clock clk0 $non_clock_inputs
set_output_delay [expr $clk_period * $clk_io_pct] -clock clk0 [all_outputs]
==> impl_metrics.env <==
# physical design summary
export IMPL_p_leak_uw=0.00165
export IMPL_arrival_ps=3020
export IMPL_numSynthFlops=45
export IMPL_edf_count=0
export IMPL_cts_tree="done"
export IMPL_critPathKind="in2out"
export IMPL_untimed_endpoints=31
export IMPL_overflow=0
export IMPL_rsz0062_at_grt="false"
export IMPL_unclocked_regs=15
export IMPL_nFillCells=1109
export IMPL_max_cap_violations=0
export IMPL_ctsHoldBuffers=0
export IMPL_gp_congestion=0.842
export IMPL_yosysWarningCount=9
export IMPL_tool_warnings=34
export IMPL_rows=38
export IMPL_critPathCaptureType="output pin"
export IMPL_synthDistinctLibCells=42
export IMPL_routedWlPerCell_um=9.76
export IMPL_fp_utilization_pct=30.7
export IMPL_drc=0
export IMPL_largest_reg_flops=25
export IMPL_die_w_um=107
export IMPL_tns_ps=0
export IMPL_setup_violations=0
export IMPL_regArea_um2=1120
export IMPL_peakVddDrop_uv=124
export IMPL_powerDensity_nw_per_um2=115
export IMPL_worst_slew_pin_slew_ps=719
export IMPL_via_per_inst=3.90
export IMPL_ff_type="dfrtn_1"
export IMPL_aoi_share_pct=5.90
export IMPL_status="completed"
export IMPL_adder_share_pct=4.13
export IMPL_grt_max_degree=28
export IMPL_dp_hpwl_mm=3.94
export IMPL_maxSlewHeadroom_pct=52.0
export IMPL_critPathRequiredTime_ps=4800
export IMPL_syn_inst=366
export IMPL_cp_max_fo=14
export IMPL_io_pins=162
export IMPL_die_h_um=107
export IMPL_post_cts_buffers=0
export IMPL_routed_wl_mm=5.15
export IMPL_core_um2=10800
export IMPL_cts_reportedPaths_clkPinSlew_ps=60
export IMPL_simple_gate_area_share_pct=13.7
export IMPL_floorplan_die_area_um2=11500
export IMPL_maxSlewViolCount=0
export IMPL_grt_pass1_wl_mm=8.27
export IMPL_avgSynthCellArea_um2=9.10
export IMPL_hold_path_class="reg2reg"
export IMPL_final_hold_violation_count=0
export IMPL_ant_nets=0
export IMPL_top_cell_area_share_pct=31.1
export IMPL_grt_pass1_vias=1730
export IMPL_mux_area_share_pct=3.61
export IMPL_place_inst=521
export IMPL_ys_area_um2=3330
export IMPL_largest_area_cell="buf_4"
export IMPL_antenna_found_initial=0
export IMPL_via_count=2053
export IMPL_diodes=0
export IMPL_io_buffers=53
export IMPL_setup_worst_path_start_class="input pin"
export IMPL_syn_area_um2=3330
export IMPL_final_cells=527
export IMPL_mi_logic_area_um2=1510
export IMPL_synth_xor_area_share_pct=5.79
export IMPL_ys_async_sr_fraction_pct=97.8
export IMPL_top_cell="buf_4"
export IMPL_yosys_top_cells_count="138 x buf_4, 26 x dfrtn_1, 22 x nor2_1"
export IMPL_post_cts_resized=0
export IMPL_top_logic_kind="buffers and inverters"
export IMPL_finalClockSkew_ps=1.86
export IMPL_yosysCellCount=366
export IMPL_dr_pass1_iters=6
export IMPL_syn2layout_area_growth_pct=3.91
export IMPL_layout_drive_gt1_share_pct=3.36
export IMPL_grt_usage_pct=8.70
export IMPL_top_cells_by_area="buf_4 31%, dfrtn_1 20%, dfrtp_1 14%, ha_1 4.1%, xnor2_1 3.9%"
export IMPL_drtIter0Drc=57
[final timing paths]
check / startpoint / end / slack [ps] / cells after the start
max in group asynchronous: RESET / u1.Q[0] / 4100 / 2
min in group asynchronous: RESET / u1.Q[2] / 1450 / 2
setup reg to reg: u6.cont[0] / u6.cont[5] / 3600 / 5
setup / recovery: RESET / d005[5] / 1780 / 5
min in group clk1: I[0] / u1.Q[0] / 1440 / 1
max in group clk1: I[3] / u1.Q[3] / 4470 / 1
hold / removal: u6.cont[24] / u6.cont[24] / 420 / 1
hold reg to reg: u6.cont[24] / u6.cont[24] / 420 / 1
[metal layers]
metal | vias to the layer above | GRT usage [%] | share of wire, %
li1 | 1009 | - | -
met1 | 949 | 13.3 | 47
met2 | 93 | 13.9 | 46
met3 | 2 | 0.988 | 6.6
met4 | 0 | 0.978 | 0.27
met5 | - | 0 | 0
[layout make-up]
type	instances	share of cell area, %
tap	140	5.06
sequential	45	32.2
timing repair buffer	54	15.5
inverter	11	1.19
clock buffer	6	2.39
multi-input combinational	271	43.6
[through the flow]
step	area [um2]	hold WS (ps)	utilization (%)	total power (uW)	worst slack (ps)
2_1_floorplan	3730	373	-	277	2790
3_3_place_gp	3380	417	31.2	251	1810
3_5_place_dp	3380	414	31.2	250	1690
4_1_cts	3460	417	31.9	407	1680
5_1_grt	3460	433	31.9	424	1530
6_report	3460	416	31.9	399	1780
[power breakdown]
group          leakage, uW  switching (uW)  internal (uW)
logic              0.00102            16.0           20.7
clock network    0.0000431            66.0           87.7
registers         0.000581            3.90            205
[worst max-delay path: stages]
cell and delay, ps:
clkdlybuf4s50_1 420, nor2_1 110, nand4_1 410, inv_1 370
clkdlybuf4s50_1 520
[kinds of logic (layout without fill, tap and decap cells)]
group,Yosys count,after routing
latches,1,1
compound gates,32,32
simple gates,86,86
other cells,2,108
flops,44,44
fa+ha+maj,11,11
mux,12,12
buf+inv,156,71
xor+xnor,22,22
[placed cells by master (no fill, tap or decap), types with 10 or more instances in the layout]
| master | count |
|---|---|
| dfrtn_1 | 26 |
| nor2_1 | 22 |
| nand2_1 | 17 |
| o21ai_0 | 17 |
| inv_1 | 11 |
| clkdlybuf4s50_1 | 53 |
| dfrtp_1 | 18 |
| ha_1 | 11 |
| xnor2_1 | 15 |
| nand3_1 | 10 |
| mux2i_1 | 12 |
| conb_1 | 108 |
No activity file was given, so power comes from the tool's default toggle rates.
